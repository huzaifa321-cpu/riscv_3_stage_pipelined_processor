[./design.v]
`timescale 1ns / 1ps
module adder(
        input [31:0] rs,
        input [31:0] imm,
        output [31:0]rd
    );
   assign rd = rs + imm;
endmodule
[./run.sh]
#!/bin/bash
# OpenROAD 26Q1-2900-gdf79404cd8, Yosys 0.63+post, stock flow scripts
make -C /OpenROAD-flow-scripts/flow DESIGN_CONFIG=/design/flow/config.mk WORK_HOME=/design/flow/orfs finish
[./config.mk]
export PLATFORM = sky130hd
export DESIGN_NAME = adder
export DESIGN_NICKNAME = adder
export VERILOG_FILES = /design/flow/design.v
export SDC_FILE = /design/flow/constraint.sdc
export NUM_CORES = 4
export LEC_CHECK = 1
export CORE_AREA = 10 10 94 94
export DIE_AREA = 0 0 104 104
[./constraint.sdc]
current_design adder

set clk_period 18.1
set clk_io_pct 0.2

create_clock -name clk0 -period $clk_period

set non_clock_inputs [all_inputs -no_clocks]
set_input_delay [expr $clk_period * $clk_io_pct] -clock clk0 $non_clock_inputs
set_output_delay [expr $clk_period * $clk_io_pct] -clock clk0 [all_outputs]
==> impl_metrics.py <==
# Physical implementation metrics
metrics = {
    "detailed_routing": {
        "wirelength_um": 5830,
        "drt_drc_violations_left": 0,
        "drtPass1Iterations": 4,
        "num_vias": 2112,
        "avgRoutedWirePerCell_um": 13.8,
        "detail-route-antenna-nets": 0,
        "insertedDiodeCount": 0,
        "via_per_inst": 5.00,
        "drt-initial-drc-count": 59,
    },
    "critical_path": {
        "cp-end-kind": "output port",
        "cp_common_cell": "clkdlybuf4s50_1",
        "crit_path_top_delay_cell": "clkdlybuf4s50_1",
        "critPathLaunchType": "input pin",
        "critPathKind": "in2out",
        "cp_max_fo": 4,
        "slowest_delay_ns": 0.49,
        "cp_cell_sequence": "clkdlybuf4s50_1 > ha_1 > fa_1 > a21o_1 > a31o_2 > nand3_1 > o221ai_1 > a311oi_1 > o21bai_1 > xor2_1 > clkdlybuf4s50_1",
        "path_buffers": 2,
        "crit_required_ns": 14.48,
        "cp.arrival_ns": 6.60,
        "path_delay_family": "AND-OR/OR-AND gates",
    },
    "power_and_ir_drop": {
        "leakage_nw": 1.18,
        "total_power_uw": 106,
        "p_per_area_mw_per_mm2": 38.3,
        "ir_drop_mv": 0.0167,
    },
    "die": {
        "die_w_um": 104,
        "ios": 96,
        "num_rows": 30,
        "die_y_um": 104,
        "fp_util_pct": 25.5,
        "dieArea_mm2": 0.0108,
        "core-area_mm2": 0.00683,
    },
    "logic_synthesis": {
        "synthDistinctLibCells": 50,
        "netlist_area_mm2": 0.00174,
        "syn_avg_cell_area_um2": 7.24,
        "synth_cells": 241,
        "ys_seq_share_pct": 0,
        "synth_warnings": 0,
        "yosysCellCount": 241,
        "ys_chip_area_mm2": 0.00174,
    },
    "timing": {
        "fmax_mhz": 97.9,
        "period_minus_slack_ns": 10.22,
        "timing.setup.tns_ns": 0,
        "setup_viol": 0,
        "tightestPinTransition_ns": 0.514,
        "hold_viol": 0,
        "drv_slew": 0,
        "slew-limit-headroom_pct": 64.9,
        "rsz0062_at_grt": "false",
        "fin_crit_sh_pct": 56.4,
    },
    "final_layout": {
        "clkbuf_count": 0,
        "lay_top_cells": "clkdlybuf4s50_1 (96), ha_1 (31), a21oi_1 (29), a21o_1 (19), nand2_1 (18)",
        "seq_area_um2": 0,
        "mostFrequentLayoutCell": "clkdlybuf4s50_1",
        "area_growth_pct": 59.5,
        "drive_above_1_share_pct": 3.07,
        "fill_cells": 706,
        "ff_count": 0,
    },
    "grt": {
        "grt_pass1_vias": 2093,
        "grt_pass1_wl_um": 9900,
        "grt.total_usage_pct": 10.4,
        "grt_max_degree": 11,
        "antenna_found_initial": 0,
        "grt_overflow_total": 0,
    },
    "place": {
        "dp_hpwl_um": 5130,
        "place.port_buffers": 96,
        "place_congestion": 0.802,
    },
    "job": {
        "timing.max_cap.violations": 0,
        "warnings": 32,
    },
    "clock_tree": {
        "cts_hold_buffers": 0,
        "cts_setup_buffers": 0,
        "cts_resized": 0,
    },
    "hold_path": {
        "hp-class": "in2out",
    },
    "run_status": {
        "status": "completed",
    },
}
-- metal layers --
metal | GRT usage [%] | up-vias | wire, um
li1 | - | 1088 | -
met1 | 14.8 | 967 | 2900
met2 | 17.0 | 57 | 2640
met3 | 1.69 | 0 | 291
met4 | 0 | 0 | 0
met5 | 0 | - | 0
-- worst paths after layout --
check / startpoint / to / slack, ns / depth (start not counted)
min: imm[0] / rd[0] / 8.26 / 3
max: rs[0] / rd[26] / 7.88 / 11
-- worst min-delay path, delay by kind of cell --
kind                       cells  cell delay (ns)
buffers and inverters          2             0.90
adders and majority gates      1             0.11
-- logic make-up (layout without fill, tap and decap cells) --
kind of cell,Yosys count,count (layout),share of synthesized area [%]
multiplexers,2,2,1.15
buffers and inverters,17,102,3.80
AND/OR/NAND/NOR,65,65,18.3
XOR/XNOR,28,28,14.1
adder cells (fa/ha/maj),32,32,23.4
AND-OR/OR-AND,97,97,39.3
-- synth_stat cells, types with 2 or more instances --
cell type	n	share of area, %
nand2b_1	2	0.72
or2_2	3	1.1
buf_2	2	0.57
a21o_1	19	8.2
inv_1	6	1.3
o311ai_1	2	1.0
a31oi_1	3	1.1
nand4_1	8	2.9
o221ai_1	2	1.0
a311oi_1	2	1.0
a211oi_1	3	1.3
nor2_1	12	2.6
clkbuf_1	8	1.7
o211ai_1	3	1.3
xor2_1	15	7.5
o21bai_1	4	1.7
mux2i_1	2	1.1
xnor2_1	13	6.5
nor3_1	4	1.1
o21ai_0	13	3.7
nand2_1	18	3.9
a21oi_1	29	8.3
ha_1	31	22
nand3_1	10	2.9
o21a_1	2	0.86
-- final cells by class --
class	count	area, um^2	share of cell area, %
Inverter	6	22.5	0.810
Multi-Input combinational cell	224	1680	60.3
Tap cell	96	120	4.32
Timing Repair Buffer	96	961	34.5
-- report_power, final --
group | switching [mW] | internal [mW]
Sequential | 0 | 0
Combinational | 0.0422 | 0.0643
Clock | 0 | 0
Total | 0.0422 | 0.0643
-- through the flow --
step	setup slack, ns	hold slack, ns	instance area (um^2)	util (%)	instances
after floorplan	9.03	7.31	1740	-	241
after global placement	7.95	8.27	2780	40.7	422
after detailed placement	7.87	8.27	2780	40.7	422
after CTS	7.86	8.27	2780	40.7	422
after global routing	7.74	8.32	2780	40.7	422
final	7.88	8.26	2780	40.7	422
